==> /design/flow/design.v <==
`timescale 1ns / 1ps
module BIT_SYNC #(parameter BUS_WIDTH = 1 , NUM_STAGES = 2) (
	input [BUS_WIDTH - 1 : 0 ] async ,
	input clk,
	input rst,
	output [BUS_WIDTH - 1 : 0 ] sync
);
wire [BUS_WIDTH - 1:0] link [NUM_STAGES - 1 : 0];
register #(.BUS_WIDTH(BUS_WIDTH)) U0 (async , clk , rst , link [0]);
genvar i  ;
for (i=1 ; i < NUM_STAGES - 1; i=i+1) begin
 register #(.BUS_WIDTH(BUS_WIDTH)) U (link[i-1] , clk , rst , link[i] );
end
register #(.BUS_WIDTH(BUS_WIDTH)) U (link[NUM_STAGES - 2] , clk , rst , sync );
endmodule
`timescale 1ns / 1ps
module register #(parameter BUS_WIDTH = 1) (
input [BUS_WIDTH - 1 : 0] async ,
input clk , rst ,
output reg [BUS_WIDTH - 1 : 0] sync 
);
always@(posedge clk or negedge rst) begin
	if(!rst) begin
		sync <= 0; 
	end
	else begin
		sync <= async ;
	end
end
endmodule
`timescale 1ns / 1ps
module DATA_SYNC #(parameter BUS_WIDTH = 8 , NUM_STAGES = 2) (
    input [BUS_WIDTH -1:0] Unsync_bus,
    input bus_enable,
    input clk,
    input rst,
    output [BUS_WIDTH - 1:0] sync_bus,
    output enable_pulse
    );
    wire link;
    BIT_SYNC #( 1 , NUM_STAGES) DUT0 ( .async(bus_enable),
                                              .clk(clk),
                                              .rst(rst),
                                              .sync(link)
                                     );
    PULSE_GEN #(BUS_WIDTH) DUT1 ( .bus_enable(link),
                                   .Unsync_bus(Unsync_bus),
                                   .sync_bus(sync_bus),
                                   .enable_pulse(enable_pulse),
                                   .clk(clk),
                                   .rst(rst)
                                );                                           
endmodule
`timescale 1ns / 1ps
module PULSE_GEN #(parameter BUS_WIDTH = 8)(
    input bus_enable,
    input [BUS_WIDTH - 1 :0] Unsync_bus,
    output reg [BUS_WIDTH - 1 :0] sync_bus,
    output reg enable_pulse,
    input clk,
    input rst
    );
    reg q;
    wire sel;
    wire [BUS_WIDTH - 1 :0] bus;
    assign bus = (sel==1)? Unsync_bus : sync_bus;
    assign sel = bus_enable & !q ;
    always@(posedge clk or negedge rst) begin
        if(!rst) begin
            q <= 0;
        end
        else begin
            q <= bus_enable;
        end
    end
    always@(posedge clk or negedge rst) begin
        if(!rst) begin
            enable_pulse <= 0;
            sync_bus <= 0;
        end
        else begin
            enable_pulse <= sel ;
            sync_bus <= bus;         
        end    
    end 
endmodule
==> /design/flow/run.sh <==
#!/bin/bash
# OpenROAD 26Q1-2900-gdf79404cd8, Yosys 0.63+post, stock flow scripts
make -C /OpenROAD-flow-scripts/flow DESIGN_CONFIG=/design/flow/config.mk WORK_HOME=/design/flow/orfs finish
==> /design/flow/config.mk <==
export PLATFORM = sky130hd
export DESIGN_NAME = DATA_SYNC
export DESIGN_NICKNAME = DATA_SYNC
export VERILOG_FILES = /design/flow/design.v
export SDC_FILE = /design/flow/constraint.sdc
export NUM_CORES = 4
export LEC_CHECK = 1
export CORE_AREA = 10 10 70 70
export DIE_AREA = 0 0 80 80
==> /design/flow/constraint.sdc <==
current_design DATA_SYNC

set clk_period 2.0
set clk_io_pct 0.2

create_clock -name clk0 -period $clk_period [get_ports {clk}]

set non_clock_inputs [all_inputs -no_clocks]
set_input_delay [expr $clk_period * $clk_io_pct] -clock clk0 $non_clock_inputs
set_output_delay [expr $clk_period * $clk_io_pct] -clock clk0 [all_outputs]
==> reports/results.txt <==
Synth flops: 12
Startpoint Class: register
Cycle use final: 0.757
Sequential power share: 0.484
Design area: 718 sq um
DR vias/cell: 2.93
Tmin final: 1.51 ns
Slew headroom: 0.637
Internal cell power: 0.472 mW
Clock Pin Slew Worst Setup and Hold Paths: 0.08 ns
Chip height: 80 um
RSZ-0062 raised after global routing: false
Worst reg2reg path startpoint: DUT1.q
Area leader share: 0.661
CTS resizes: 0
Power share of the clock group: 0.326
Peak per-stage delay on the critical path: 0.48 ns
Final slew viol count: 0
Switch Pwr: 0.116 mW
Cts hold-fix bufs: 0
Clk_skew: 0.00137 ns
First-pass iteration count of the detailed router: 2
Yosys stat area: 454 sq um
Largest net degree at the start of global routing: 13
Synth area leader: dfrtp_1
Latency at later pin: 0.27 ns
Status: finished clean
Number of fillers in the final layout: 377
Vias in the first global route: 286
GR Overflow Total: 0
Port bufs: 19
Final cell count without fillers: 90
Critical path's slowest cell: clkdlybuf4s50_1
Sw frac: 0.197
Crit Path Max Fanout: 2
Remaining DRCs: 0
Bufs on Longest Clock Path: 2
Placed inst area: 682 sq um
First-pass GRT wire length: 1580 um
Most numerous logic cells after layout: clkdlybuf4s50_1, dfrtp_1, mux2_4, clkbuf_4
Lkg Pwr: 0.304 nW
Syn-to-layout area delta: 58.1%
Largest cells by area: dfrtp_1, mux2_4, buf_12
Mapped Area: 454 sq um
CP bufs+invs: 1
Synth Seq Share: 0.661
Tool warning count: 25
Synth cell types: 4
Worst hold path type: reg -> reg
# diodes: 0
Critical Path AT: 1.11 ns
Routed via count: 264
Dpl cells: 86
Final ANT Viol Nets: 0
Rows: 21
CTS Sinks: 12
H-Tree Level Count: 1
Final setup vio count: 0
WL/cell: 10.8 um
Max-Cap Viols: 0
PwrDens: 818 mW/mm^2
Total die size: 0.00640 sq mm
Core area: 0.00342 sq mm
CTS tree: yes
Syn Area/Cell: 20.6 sq um
Fp util: 0.133
GRT Resource Usage Total: 0.0319
Register area: 300 sq um
Cell count after synthesis: 22
Worst VDD drop: 0.000258 V
Layout cells sized above 1: 0.295
Delay-heaviest family, CP: buffers and inverters
Total Neg Setup Slack: 0 ns
Yosys cell count: 22
Die width: 80 um
Setup bufs post-CTS: 0
Syn. warnings: 3
Fmax: 661 MHz
Setup CP Type: reg -> out
Initial antenna violation count: 0
Worst Max-Slew Pin Slew: 0.543 ns
Io pins: 20
Tot Pwr: 0.588 mW
Cell Chain, Critical Path: clkdlybuf4s50_1
Final wirelength: 976 um
WP data required: 1.60 ns
Logic gate share of total power: 0.190
Critical path origin: DUT1.sync_bus[4]
Root Buffer: clkbuf_4
CP Capture Type: primary output
Hold Fails Final Rpt: 0
Hold path start: DUT0.U0.sync
Logic area: 134 sq um
Total CTS buffers: 3
Initial DRC Count: 15
Gpl congestion: 0.732
Top cell excl fill/tap: clkdlybuf4s50_1
stage by stage:
step | setup WS, ns | util | hold WS [ns]
global route | 0.429 | 0.210 | 0.371
floorplan | 0.957 | - | 0.104
global placement | 0.777 | 0.200 | 0.332
detailed placement | 0.774 | 0.200 | 0.336
CTS | 0.459 | 0.210 | 0.355
finish | 0.487 | 0.210 | 0.351
registers in the layout (all words and copies together), names as in the netlist:
name / cells
DUT1.enable_pulse: 1
DUT1.sync_bus: 8
DUT0.U.sync: 1
DUT0.U0.sync: 1
DUT1.q: 1
power groups by stage:
stage	registers, mW	logic (mW)	clock network [mW]
global route	0.289	0.121	0.216
finish	0.285	0.112	0.191
CTS	0.285	0.116	0.203
worst reg2reg max path, delay by kind of cell, from the launching register on:
family / cells / cell delay (ns)
flops: 1 / 0.40
simple gates: 1 / 0.33
mux: 1 / 0.33
kinds of logic (layout without fill, tap and decap cells):
kind of cell,after synthesis,in the layout,synth area share
buffers and inverters,1,23,0.0441
flip-flops,12,12,0.661
multiplexers,8,8,0.264
AND/OR/NAND/NOR,1,1,0.0303
cell type report:
type                       count  area share
multi-input combinational      9       0.186
sequential                    12       0.418
clock buffer                   4      0.0505
tap                           46      0.0801
timing repair buffer          19       0.265
cells in the mapped netlist:
cell type   n
dfrtp_1    12
mux2_4      8
buf_12      1
nor2b_4     1
routing by layer:
metal | share of wire | GRT usage
met2 | 0.40 | 0.0457
met1 | 0.44 | 0.0379
met3 | 0.15 | 0.0250
met4 | 0.0072 | 0.00352
met5 | 0 | 0
worst paths after layout:
check                                   endpoint  slack, ns  cells past startpoint
worst max-delay path                 sync_bus[4]       0.49                      1
worst min-delay path                 DUT0.U.sync       0.35                      0
worst max register to register  DUT1.sync_bus[1]       0.83                      2
worst min register to register       DUT0.U.sync       0.35                      0
max in group asynchronous                 DUT1.q       1.16                      1
min in group asynchronous            DUT0.U.sync       0.48                      1
Power figures rest on the tool's default switching activity, not on a simulated workload.
